**flow/config.mk**
```make
export PLATFORM = sky130hd
export DESIGN_NAME = game_fsm
export DESIGN_NICKNAME = game_fsm
export VERILOG_FILES = /design/flow/design.v
export SDC_FILE = /design/flow/constraint.sdc
export NUM_CORES = 4
export LEC_CHECK = 1
export CORE_AREA = 10 10 70 70
export DIE_AREA = 0 0 80 80
```
**flow/constraint.sdc**
```tcl
current_design game_fsm

set clk_period 1.5
set clk_io_pct 0.2

create_clock -name clk0 -period $clk_period [get_ports {frame_clk}]

set non_clock_inputs [all_inputs -no_clocks]
set_input_delay [expr $clk_period * $clk_io_pct] -clock clk0 $non_clock_inputs
set_output_delay [expr $clk_period * $clk_io_pct] -clock clk0 [all_outputs]
```
**flow/design.v**
```verilog
module game_fsm (
    input Reset,
    input frame_clk,
    input character1_stepped,
    input character2_stepped,
    input start_game,
    output game_over,
    output logic [2:0] character1_lives,
    output logic [2:0] character2_lives,
    output logic [1:0] current_state_out
);
typedef enum logic [1:0] {IDLE, PLAYING, GAME_OVER} state_t;
	  state_t current_state, next_state;
    localparam int INITIAL_LIVES = 3;
    reg [2:0] character1_lives_reg, character2_lives_reg;
    always_comb begin
        next_state = current_state;
        case (current_state)
            IDLE: begin
                if (start_game)
                    next_state = PLAYING;
            end
            PLAYING: begin
                if (character1_lives_reg == 0 || character2_lives_reg == 0)
                    next_state = GAME_OVER;
            end
            GAME_OVER: begin
                if (Reset)
                    next_state = IDLE;
            end
        endcase
    end
    always_ff @(posedge frame_clk or posedge Reset) begin
        if (Reset) begin
            current_state <= IDLE;
            character1_lives_reg <= INITIAL_LIVES;
            character2_lives_reg <= INITIAL_LIVES;
        end else begin
            current_state <= next_state;
            if (character1_stepped && current_state == PLAYING)
                character2_lives_reg <= character2_lives_reg - 1;
            if (character2_stepped && current_state == PLAYING)
                character1_lives_reg <= character1_lives_reg - 1;
        end
    end
    assign game_over = (current_state == GAME_OVER);
    assign character1_lives = character1_lives_reg;
    assign character2_lives = character2_lives_reg;
    assign current_state_out = current_state;
endmodule
```
**flow/run.sh**
```bash
#!/bin/bash
# OpenROAD 26Q1-2900-gdf79404cd8, Yosys 0.63+post, stock flow scripts
make -C /OpenROAD-flow-scripts/flow DESIGN_CONFIG=/design/flow/config.mk WORK_HOME=/design/flow/orfs finish
```
==> summary.txt <==
The flow run is done. The timing report gives the biggest stage delay along the critical path as 0.54 ns. Sorting the synthesized cells by how often they occur yields ha_1 (9), inv_1 (8), nand2_1 (6). In the finished design, the share of the clock period the worst path needs comes to 105.9%. Compared with the post-synthesis result, the final layout area differs by 85.20%. The first detailed-routing pass ran for 3 iterations. For this run, design rule violations remaining after detail routing come to 0.

Clock net sink count landed at 8. Per the OpenROAD floorplan log, the width of the die is 80 µm. STA classifies the critical path startpoint as a flop.

Core area landed at roughly 3400 µm². Cell area after synthesis landed at between 400 and 500 µm². Total power normalized to cell area comes to 2084 nW/µm². STA classifies the critical path endpoint as a flop. Summed standard-cell area reported by yosys landed at 490.5 µm². For reference, the clock transition at the flip-flops on the worst setup and hold paths is approximately 0.06 ns. Area fraction in compound gates after synthesis landed at 9.694%. Total die size landed at 6400 µm².

Largest fanout on the critical path landed at 2. In the final layout, the fill cell count is 360. For this run, the number of Yosys warnings is 1. Worst path required time landed at 1.65 ns. The share of synthesized area in the top cell type comes to 22.96%. Summed over all layers, the routed wires come to 1118 µm. Summed over all instances, the cell type with the most area after synthesis is ha_1. The initial antenna violation count is 0. Setup clock skew after layout landed at approximately 0.014 ns. At the floorplan stage, the core utilization is reported as between 10% and 20%. The smallest clock period supported by the final layout is computed as 1.589 ns.

Using the TritonRoute via totals, the vias-per-cell ratio works out to 3.174. The max-slew check reports its worst relative slack as 80.09%. Final tally of hold violations landed at 0.

Maximum count of clock buffers along a single path landed at 2. The synthesized netlist was found by Yosys to have 43 cells. Max-cap check violation count landed at 0.

In the post-synthesis netlist, the cell with the most instances is ha_1. The violation tally recorded at the end of detailed-routing iteration 0 is 4. Sequential cell area fraction in the yosys report landed at between 40% and 50%. The synthesized netlist devotes 22.96% of its cell area to adder and majority cells.

Across the whole layout, storage elements account for 205.2 µm². Number of max-slew violations in the final report landed at 0. The cell sequence reported for the critical path is inv_2, ha_2, ha_4, nor3b_4, a2111oi_4, mux2_4. Looking at the setup timing report, the critical path kind is flop to flop. The number of global-route vias before repair came to 370.

After synthesis the netlist holds a flip-flop and latch count of 8. Detailed-route via count landed at 384. Count of final setup violators landed at 2. The area taken by multi-input combinational cells is reported as 327.8 µm².

The flow ran to the end, but the final reports show violations. In the post-route analysis, the smallest setup slack over all paths is -0.08875 ns. The cell count after synthesis came out at about 43. Data arrival time of the critical path landed at 1.74 ns. The checks that failed: negative setup slack. Simple-gate area share of the yosys netlist landed at about a tenth. The transition time recorded at the tightest slew-check pin is approximately 0.3 ns. Async set-reset flop share out of synthesis landed at ~100%. Routed length per placed instance landed at 9.240 µm. Per the GRT congestion report, total overflow comes to 0. OpenROAD warning count landed at 32. Antenna diode count landed at 0. Multiplexer cells account for 5.102% of the synthesized area.

TritonCTS built the clock tree. The first global-routing pass estimated 1704 µm of wire. The most critical min-delay path falls under input pin to async pin. During I/O placement, the number of pins put on the boundary was 14. The floorplan has 21 rows. Overall global routing resource usage landed at 3.333%. Detailed placement HPWL landed at 830.6 µm. In this run, CTS created clock tree buffers numbering 3.

Mean post-synth cell area landed at roughly 11 µm². In the post-synthesis netlist, the biggest area contributors are ha_1 (23%), dfstp_2 (21%), dfrtp_1 (20%), inv_1 (6.1%), a2111oi_4 (5.6%). Number of synthesized flops with an enable pin landed at 0.

Worst setup slack after placement landed at -0.1621 ns. Leakage power figure landed at 0.4003 nW. Excluding fillers, the count of instances in the completed layout stands at 121. Post-synth the commonest register cell is dfstp_2. Setup repair after global routing could not meet its margin everywhere. Maximum number of pins on one net before global-route repair landed at 9.

The final weighted congestion recorded by global placement is 0.6871. Cell count after placement landed at 113. IR analysis of the VDD net gives a maximum drop of 0.001030 V. Top achievable clock speed landed at 0.6294 GHz.

The number of different library cells used by synthesis comes to 13. Number of buffers inserted for hold repair after clock tree synthesis landed at 0. Clock tree synthesis selected as its root buffer the cell clkbuf_4.

Number of buffers added on ports landed at 13. By area, the combinational part of the netlist is dominated by adder cells. Area share of xor/xnor cells in the synthesized design landed at 3.571%. The count of nets left with antenna violations once routing finished came out at 0.

In the final layout, the share of cells above drive strength 1 is 54.67%. According to the floorplan report, the die height is ~80 µm. Looking at the critical path, the single cell with the biggest stage delay is dfstp_2. Number of levels the H-tree was split into landed at 1. Source-to-sink clock delay at the later pin of the worst-skew pair landed at 0.26 ns.
-- layout by cell type, fill, tap and decap left out, types with 4 or more instances in the layout --
cell             n
buf_4            9
buf_6            6
clkdlybuf4s50_1  6
dfrtp_1          4
dfstp_2          4
dlygate4sd2_1    6
ha_4             5
inv_2            7
nand2_1          6
o21ai_0          4
-- power by group --
| group | internal (mW) | switching, mW |
|---|---|---|
| sequential | 0.370 | 0.0789 |
| clock | 0.102 | 0.0783 |
| combinational | 0.794 | 0.470 |
| total | 1.27 | 0.627 |
-- cells by family (layout without fill, tap and decap cells) --
logic type	after synthesis	count (layout)
and+or+nand+nor	8	8
xor gates and xnor gates	2	2
AOI/OAI and AO/OA	5	5
adders and majority gates	9	9
buffers and inverters	9	41
DFF	8	8
muxes	2	2
-- through the flow --
stage	power [mW]	cell area [µm²]	setup TNS (ns)	hold WS (ns)	utilization, %
2_1_floorplan	0.9112	500.5	-0.08864	0.08723	-
3_5_place_dp	1.468	770.7	-0.3118	0.5087	22.56
5_1_grt	2.091	908.4	-0.3207	0.3681	26.59
3_3_place_gp	1.446	770.7	-0.2829	0.4883	22.56
4_1_cts	1.817	867.1	-0.1792	0.3569	25.38
6_report	1.893	908.4	-0.1501	0.3605	26.59
-- path summary, 6_finish.rpt --
| path | start | to | slack [ns] | cells after the start |
|---|---|---|---|---|
| max | character1_lives_reg[0] | current_state[1] | -0.09 | 6 |
| min in group clk0 | character1_lives_reg[2] | character1_lives_reg[2] | 0.52 | 2 |
| max in group asynchronous | Reset | character2_lives_reg[0] | 0.91 | 3 |
| max reg2reg | character1_lives_reg[0] | current_state[1] | -0.09 | 6 |
| min | Reset | current_state[1] | 0.36 | 3 |
| min reg2reg | character1_lives_reg[2] | character1_lives_reg[2] | 0.52 | 2 |
-- what timing repair did --
action,CTS,global route
endpoints found under the setup margin,9,4
gates resized,19,9
hold endpoints to repair,0,0
buffers inserted,4,0
pin swaps,1,6
-- layout make-up --
cell class              count  area share [%]
clock buffers               4           2.893
flip-flops and latches      8           22.59
well taps                  46           6.336
multi-input cells          26           36.09
repair buffers             28           28.37
inverters                   9           3.719
-- worst max-delay path: cells and delay by family (launching register included) --
family | cells | cell delay [ns]
DFF | 1 | 0.54
muxes | 1 | 0.30
and+or+nand+nor | 1 | 0.22
buffers and inverters | 1 | 0.04
AOI/OAI and AO/OA | 1 | 0.06
adders and majority gates | 2 | 0.33
-- layer usage --
layer	up-vias	global-route usage, %	part of all wire (%)
met5	-	0	0
met4	0	0.3521	0
met3	0	2.614	11
met2	14	4.093	40
met1	169	4.536	49
li1	201	-	-
Power figures rest on the tool's default switching activity, not on a simulated workload.
