[flow/design.v]
module  ball1 ( input Reset, frame_clk, die,
					input [1:0] current_state_out,
					input [7:0] keycode,
               output [9:0]  BallX, BallY, BallS );
typedef enum logic [1:0] {IDLE, PLAYING, GAME_OVER} state_t;
    logic [9:0] Ball_X_Pos, Ball_X_Motion, Ball_Y_Pos, Ball_Y_Motion, Ball_Size;
	 int Initial_velocity = -10;
	 logic [2:0] gravity = 1;
    parameter [9:0] Ball_X_Center=500;   
    parameter [9:0] Ball_Y_Center=463;   
    parameter [9:0] Ball_X_Min=0;        
    parameter [9:0] Ball_X_Max=639;      
    parameter [9:0] Ball_Y_Min=0;        
    parameter [9:0] Ball_Y_Max=463;      
    parameter [9:0] Ball_X_Step=1;       
    parameter [9:0] Ball_Y_Step=1;       
	 parameter [9:0] ATM_field = 18;      
    assign Ball_Size = 16;   
    always_ff @ (posedge Reset or posedge frame_clk )
    begin: Move_Ball
        if (Reset)   
        begin 
            Ball_Y_Motion <= 10'd0;  
				Ball_X_Motion <= 10'd0;  
				Ball_Y_Pos <= Ball_Y_Center;
				Ball_X_Pos <= Ball_X_Center;
        end
		  else if (die)
			begin
				Ball_Y_Pos <= Ball_Y_Center;
				Ball_X_Pos <= Ball_X_Center;
			end
        else 
        begin 
				 if (Ball_Y_Pos >= Ball_Y_Max)   
					begin
					  Ball_Y_Motion <= 0;
					  Ball_Y_Pos <= Ball_Y_Max;
					end
				  else if ( Ball_X_Pos >= Ball_X_Max - ATM_field)   
				   begin
					  Ball_X_Motion <= 0;
					  Ball_X_Pos <= Ball_X_Max;
					end 
				 else if ( Ball_X_Pos <= Ball_X_Min + ATM_field)   
				  begin
					  Ball_X_Motion <= 0;
					  Ball_X_Pos <= Ball_X_Min;
				  end
				 else 
					  Ball_Y_Motion <= Ball_Y_Motion;   
					if (keycode[4] == 1)
						if (Ball_X_Pos > Ball_X_Min + ATM_field)
							Ball_X_Motion <= -5; 
						else
							Ball_X_Motion <= 0;							
					if (keycode[2] == 1)
						if (Ball_X_Pos < Ball_X_Max - ATM_field)
							Ball_X_Motion <= 5; 
						else
							Ball_X_Motion <= 0;
					if (keycode[3] == 1)
						if (Ball_Y_Pos == Ball_Y_Max)
							Ball_Y_Motion <= Initial_velocity + 2;
					if (~(keycode[4] | keycode[2]))
						Ball_X_Motion <= 0;
				 if (Ball_Y_Pos < Ball_Y_Max)
				   if (keycode[0])
						Ball_Y_Motion <= Initial_velocity;
					else
						Ball_Y_Motion <= Ball_Y_Motion + gravity;
				 if (Ball_Y_Pos + Ball_Y_Motion <= Ball_Y_Max && current_state_out == PLAYING)
					Ball_Y_Pos <= (Ball_Y_Pos + Ball_Y_Motion);   
				 else
					Ball_Y_Pos <= Ball_Y_Max;
				 if (current_state_out == PLAYING)
					Ball_X_Pos <= (Ball_X_Pos + Ball_X_Motion);
		end  
    end
		assign	BallX = Ball_X_Pos;
		assign 	BallY = Ball_Y_Pos;
		assign	BallS = Ball_Size;
endmodule
[flow/run.sh]
#!/bin/bash
# OpenROAD 26Q1-2900-gdf79404cd8, Yosys 0.63+post, stock flow scripts
make -C /OpenROAD-flow-scripts/flow DESIGN_CONFIG=/design/flow/config.mk WORK_HOME=/design/flow/orfs finish
[flow/config.mk]
export PLATFORM = sky130hd
export DESIGN_NAME = ball1
export DESIGN_NICKNAME = ball1
export VERILOG_FILES = /design/flow/design.v
export SDC_FILE = /design/flow/constraint.sdc
export NUM_CORES = 4
export LEC_CHECK = 1
export CORE_UTILIZATION = 30
[flow/constraint.sdc]
current_design ball1

set clk_period 5.3
set clk_io_pct 0.2

create_clock -name clk0 -period $clk_period [get_ports {frame_clk}]

set non_clock_inputs [all_inputs -no_clocks]
set_input_delay [expr $clk_period * $clk_io_pct] -clock clk0 $non_clock_inputs
set_output_delay [expr $clk_period * $clk_io_pct] -clock clk0 [all_outputs]
==> qor.yml <==
floorplan:
  dieHeight_um: 95.10
  dieWidth_um: 95.10
  io_pins: 43
  core_region_area_um2: 8299
  rows: 33
  dieArea_um2: 9043
  initial_core_util_pct: 31.33
clock_tree:
  cts.sinks: 33
  h-tree-depth: 2
  clock_latency_ns: 0.28
  cts_made_buffers: 5
  cts_tree: "done"
  post_cts_resized: 0
  clkTransAtPathRegs_ns: 0.07
  clk_path_buf_depth: 2
  postCtsHoldBufs: 0
  cts_root_buf: "clkbuf_8"
  postCtsSetupBuffers: 0
outcome:
  status: "complete, no violations"
route:
  viasPerCell: 5.164
  routed_wl_um: 5796
  drt-pass1-iter-count: 4
  drt_iter0_markers: 94
  wl_per_cell_um: 13.73
  num_vias: 2179
  diodes: 0
  ant_nets: 0
  route.detailed.drc: 0
min_path:
  hold_path.class: "flop to flop"
  min_path_cells: 2
sta:
  skew_ns: 0.004319
  fin_crit_sh_pct: 47.98
  tns_ns: 0
  maxSlewHeadroom_pct: 60.34
  setup_viol: 0
  final_hold_viol_count: 0
  period_needed_ns: 2.543
  rsz0062_at_grt: "no"
  clock.fmax_ghz: 0.3933
  slew_viol_final: 0
  worst_slew_pin_slew_ns: 0.5937
final_layout:
  final_area_um2: 3049
  syn2layout_area_growth_pct: 17.28
  lay_top_cells: "clkdlybuf4s50_1 (28), nand2_1 (26), nor2_1 (24)"
  fin_cells: 422
  mostFrequentLayoutCell: "clkdlybuf4s50_1"
  utilization_pct: 36.74
  drive_above_1_share_pct: 11.04
power_and_ir_drop:
  p_sw_uw: 378.8
  clkPwrFrac_pct: 23.7
  power_frac_seq_pct: 33.4
  ir_worst_vdd_v: 0.0001753
  powerDensity_nw_per_um2: 339.3
  p_sw_share_pct: 36.62
  p_leak_nw: 1.339
  p_comb_share_pct: 42.9
  p_int_uw: 655.7
global_route:
  grt_pass1_vias: 2021
  grt_pass1_wl_um: 9818
  globalRouteTotalUtil_pct: 14.05
  grt_max_degree: 34
  grt-ovfl-total: 0
  antenna_found_initial: 0
synth:
  synth_chip_area_um2: 2600
  yosysCellCount: 289
  top_cell_area_share_pct: 19.25
  simple_gate_share_pct: 17.18
  ys.flops: 33
  ys_top_logic_family: "AND-OR/OR-AND gates"
  async_reset_ff_share_pct: 100.0
  synthXorXnorAreaFrac_pct: 4.042
  synthAoiAreaFrac_pct: 27.19
  ys_sh_adder_pct: 10.68
  flop_cell: "dfrtp_1"
  mux_share_pct: 1.588
  topCellsByArea: "dfrtp_1 (19%), dfstp_2 (13%), ha_1 (9.1%)"
  syn_inst: 289
  synth.distinct_cells: 61
  edf_count: 0
  syn_area_um2: 2600
  yosysWarnings: 1
  syn_avg_cell_area_um2: 8.997
  yosysTopAreaCell: "dfrtp_1"
  postSynthSeqShare_pct: 32.39
flow_run:
  warnings: 29
  timing.max_cap.violations: 0
setup_path:
  reg2reg_depth: 9
  cp-start-kind: "flop"
  crit_arrival_ns: 2.71
  cp.required_ns: 5.47
  cp_max_fo: 6
  path_class: "flop to flop"
  end_kind: "flop"
placed_design:
  dp_hpwl_um: 4254
  routabilityCongestion: 0.8570
  port_buffers: 28
  placed_cell_area_um2: 2933
  post-place-cells: 414
-- worst max-delay path, cell delays in order, from the launching register on --
cell and delay, ns:
dfstp_2 0.55, ha_1 0.18, inv_1 0.06, fa_1 0.42
nor2b_1 0.18, o31a_1 0.23, o21a_1 0.14, or3_1 0.11
nand4b_1 0.26, o211a_1 0.31
-- power groups by stage --
stage	registers [mW]	logic [mW]	clock network, mW
after CTS	0.346	0.445	0.254
after global routing	0.353	0.498	0.266
final	0.345	0.444	0.245
-- cell usage after synthesis (2+ instances only) --
| cell | number |
|---|---|
| nor2b_1 | 2 |
| o21a_1 | 4 |
| dfstp_2 | 13 |
| or3_1 | 2 |
| a2bb2oi_1 | 4 |
| and3_1 | 4 |
| o21ai_0 | 13 |
| a21oi_1 | 17 |
| o22ai_1 | 2 |
| a211oi_1 | 4 |
| mux2i_1 | 3 |
| nor2_1 | 24 |
| nand4_1 | 2 |
| fa_1 | 2 |
| nand3b_1 | 2 |
| nor4_1 | 2 |
| xnor2_1 | 8 |
| xor2_1 | 4 |
| o211ai_1 | 6 |
| nand3_1 | 5 |
| o21bai_1 | 3 |
| a21oi_2 | 2 |
| conb_1 | 2 |
| nand4b_1 | 2 |
| nor3_1 | 8 |
| buf_6 | 3 |
| nand2_1 | 26 |
| nand2b_1 | 4 |
| a211o_1 | 3 |
| a21o_1 | 7 |
| o22a_1 | 8 |
| buf_4 | 10 |
| ha_1 | 19 |
| a31oi_1 | 3 |
| o21ai_1 | 2 |
| o31a_1 | 2 |
| inv_1 | 10 |
| o21ba_2 | 2 |
| and2_1 | 2 |
| o211a_1 | 2 |
| dfrtp_1 | 20 |
| clkbuf_1 | 7 |
-- sequential cells by signal, summed over array words and instances (netlist names) --
signal	cells
Ball_Y_Motion	10
Ball_Y_Pos	10
Ball_X_Motion	3
Ball_X_Pos	10
-- through the flow --
stage          power, mW  hold slack, ns  setup WS, ns
2_1_floorplan     0.6846          0.4570         3.061
3_3_place_gp      0.7919          0.4812         2.478
3_5_place_dp      0.7914          0.4855         2.478
4_1_cts            1.045          0.5017         2.724
5_1_grt            1.117          0.5255         2.578
6_report           1.034          0.4965         2.757
-- cell type report --
class                           instances  area (µm²)
Multi-Input combinational cell        235        1619
Tap cell                              105       131.4
Clock inverter                          1       30.03
Fill cell                             832        5250
Inverter                               10       37.54
Clock buffer                            7       86.33
Timing Repair Buffer                   31       302.8
Sequential cell                        33       842.1
-- final timing paths --
kind	from	endpoint	slack, ns
min in group asynchronous	Reset	Ball_X_Motion[2]$_DFFE_PP0P_	1.18
setup / recovery	Ball_Y_Pos[0]$_DFF_PP1_	Ball_Y_Pos[5]$_DFF_PP0_	2.76
hold / removal	Ball_X_Motion[0]$_DFFE_PP0P_	Ball_X_Motion[0]$_DFFE_PP0P_	0.50
max in group asynchronous	Reset	Ball_Y_Pos[7]$_DFF_PP1_	3.78
setup reg to reg	Ball_Y_Pos[0]$_DFF_PP1_	Ball_Y_Pos[5]$_DFF_PP0_	2.76
hold reg to reg	Ball_X_Motion[0]$_DFFE_PP0P_	Ball_X_Motion[0]$_DFFE_PP0P_	0.50
-- logic make-up (layout without fill, tap and decap cells) --
family / count (synthesis) / in the layout
adders and majority gates: 21 / 21
xor gates and xnor gates: 12 / 12
other: 2 / 11
AOI/OAI and AO/OA: 97 / 97
and+or+nand+nor: 90 / 90
DFF: 33 / 33
muxes: 4 / 4
buffers and inverters: 30 / 49
-- routing by layer --
layer	routed length, µm	vias to the layer above	GRT usage [%]
met5	0	-	0
met4	57	0	1.389
met3	293	7	2.190
met2	2625	57	21.25
met1	2820	1015	22.31
li1	-	1100	-
Power figures rest on the tool's default switching activity, not on a simulated workload.
