--- run.sh ---
#!/bin/bash
# OpenROAD 26Q1-2900-gdf79404cd8, Yosys 0.63+post, stock flow scripts
make -C /OpenROAD-flow-scripts/flow DESIGN_CONFIG=/design/flow/config.mk WORK_HOME=/design/flow/orfs finish
--- config.mk ---
export PLATFORM = sky130hd
export DESIGN_NAME = collision_detection
export DESIGN_NICKNAME = collision_detection
export VERILOG_FILES = /design/flow/design.v
export SDC_FILE = /design/flow/constraint.sdc
export NUM_CORES = 4
export LEC_CHECK = 1
export CORE_AREA = 10 10 84 84
export DIE_AREA = 0 0 94 94
--- constraint.sdc ---
current_design collision_detection

set clk_period 5.8
set clk_io_pct 0.2

create_clock -name clk0 -period $clk_period

set non_clock_inputs [all_inputs -no_clocks]
set_input_delay [expr $clk_period * $clk_io_pct] -clock clk0 $non_clock_inputs
set_output_delay [expr $clk_period * $clk_io_pct] -clock clk0 [all_outputs]
--- design.v ---
module collision_detection
(
input [9:0] x_0, x_1, y_0, y_1,
input frame_clk,
output ball0_win, ball1_win
);
wire signed [9:0] sx_0, sx_1, sy_0, sy_1;
assign sx_0 = x_0;
assign sx_1 = x_1;
assign sy_0 = y_0;
assign sy_1 = y_1;
always_comb
    begin
        ball0_win = 0;
        ball1_win = 0;
        if (((sx_0 - sx_1 > -16) & (sx_0 - sx_1 <= -8)) | ((sx_0 - sx_1 > -8) & (sx_0 - sx_1 <= 0)) | ((sx_0 - sx_1 > 0) & (sx_0 - sx_1 <= 8)) | ((sx_0 - sx_1 > 8) & (sx_0 - sx_1 <= 16)))
			  begin
				  begin
						if ((y_0 - y_1 >= -16) & (y_0 - y_1 <= -8))
							 ball0_win = 1;
						else if ((y_1 - y_0 >= -16) & (y_1 - y_0 <= -8))
							 ball1_win = 1;
				  end
			  end
		end
endmodule
==> reports/qor.txt <==
Final ANT Viol Nets -> 0
Top cell excl fill/tap -> clkdlybuf4s50_1
Layout Cells excl Fill -> 327
hold-critical path depth -> 5
Ports -> 43
CP required -> 4.64 ns
final WL -> 3760 um
Worst Setup Slack, final -> 0.239 ns
number of clock buffers in the layout -> 0
Crit Path Class -> input port to output port
n_diodes -> 0
slew margin rel. -> 69.1%
sequential area share after synthesis -> 0%
Design Area, Final -> 2080 um2
dpl cell area -> 2060 um2
actual slew at the worst max-slew pin -> 0.463 ns
Setup crit start kind -> input port
Mapped Cells -> 221
area reported by Yosys stat -> 1580 um2
CP Capture Type -> output port
Final Setup Violations -> 0
OpenROAD warnings -> 43
Seq Cell Count -> 0
Fill cells -> 539
outcome -> finished, final reports clean
Placed Cells -> 326
cycle use final -> 95.9%
Leakage -> 0.930 nW
Site Rows -> 26
Most Frequent Cell on Critical Path -> clkdlybuf4s50_1
first-pass GRT wire length -> 6400 um
Routed wire per std cell -> 11.5 um
Reg area -> 0 um2
Cell variety after synth -> 48
Hold Startpoint -> y_1[8]
vias per cell -> 4.92
Remaining Overflow, GRT -> 0
Worst EP arrival -> 4.40 ns
DPL Wire Length -> 3320 um
Top Layout Cells -> clkdlybuf4s50_1 (42), inv_1 (37), ha_1 (30)
max-slew violation count -> 0
TritonRoute pass-1 iters -> 4
initial antenna violation count -> 0
Buf/Inv on CP -> 3
drt initial violations -> 50
chip area -> 8840 um2
HP Class -> input port to output port
Slowest Stage Delay on Critical Path -> 0.49 ns
vias -> 1608
MI comb area -> 1420 um2
Die X -> 94 um
number of max-cap violations -> 0
Synth Cell Area -> 1580 um2
Initial Utilization -> 30.4%
Hold Buf Count CTS -> 0
CP Launch Point -> y_0[0]
cells in synth_stat.txt -> 221
routability congestion estimate -> 0.833
DP Worst Slack -> 0.165 ns
I/O Buffers -> 42
synthesized area per cell -> 7.16 um2
Placeable Area -> 5200 um2
Critical Path End -> ball0_win
CP Depth -> 12
P per Cell Area -> 91.5 nW/um2
Die Span Y -> 94 um
minimum clock period -> 5.56 ns
share of layout cells above drive strength 1 -> 5.84%
worst-path fanout max -> 3
gr usage total -> 8.25%
Synth-to-Final Area Change -> 31.3%
CP delay by family, top -> buffers and inverters
max frequency -> 180 MHz
largest net degree at the start of global routing -> 16
crit path max-delay cell type -> clkdlybuf4s50_1
# DRC -> 0
number of global-route vias before repair -> 1524
Max VDD drop -> 36.5 uV
worst-path cell chain -> clkdlybuf4s50_1 -> inv_1 -> ha_1 -> fa_1 -> nand2b_1 -> a21oi_2 -> xnor2_1 -> or3_1 -> a2111oi_1 -> and4_1 -> nor2b_1 -> clkdlybuf4s50_1
final hold violation count -> 0
total number of yosys warnings -> 5
==> area by class of cell <==
type,instances,area share [%]
timing repair buffer,43,20.6
inverter,37,6.68
multi-input combinational,177,68.5
tap,70,4.21
==> timing repair <==
item	CTS	global route
setup endpoints to repair	0	2
buffers inserted	0	1
resized	0	4
==> routing by layer <==
metal  vias up  part of all wire [%]  global-route usage [%]
li1        871                     -                       -
met1       709                    49                    10.7
met2        28                    48                    15.1
met3         0                   3.7                   0.727
met4         0                     0                       0
met5         -                     0                       0
==> synth_stat cells (all sizes together), types with 4 or more instances <==
cell type,count,area [um2]
a2111oi,5,56.3
a21o,4,30.0
a21oi,14,73.8
clkbuf,4,15.0
ha,30,375
inv,37,139
nand2,6,22.5
nand2b,4,25.0
nand3,8,40.0
nor2,13,48.8
nor2b,7,58.8
nor3,12,60.1
o2111ai,4,35.0
o21a,8,60.1
o21ai,7,35.0
o31ai,5,47.5
or3,4,25.0
xnor2,10,87.6
==> worst min path at each step <==
| stage | endpoint | slack, ns |
|---|---|---|
| 4_1_cts | ball1_win | 3.62 |
| 5_1_grt | ball1_win | 3.65 |
| 6_report | ball1_win | 3.59 |
==> cell families (layout without fill, tap and decap cells) <==
logic type | after synthesis | after routing | synth area share [%]
buf+inv | 44 | 80 | 10.8
xor+xnor | 13 | 13 | 7.19
compound gates | 66 | 66 | 31.9
fa+ha+maj | 33 | 33 | 27.5
simple gates | 65 | 65 | 22.6
==> report_power, final <==
| group | internal, W | switching (W) | leakage (nW) |
|---|---|---|---|
| Sequential | 0 | 0 | 0 |
| Combinational | 0.0000949 | 0.0000952 | 0.930 |
| Clock | 0 | 0 | 0 |
| Total | 0.0000949 | 0.0000952 | 0.930 |
==> per-stage QoR <==
stage | hold slack [ns] | setup TNS [ns] | power [W] | util, %
4_1_cts | 3.62 | 0 | 0.000189 | 39.5
5_1_grt | 3.65 | -0.0355 | 0.000213 | 39.9
3_5_place_dp | 3.62 | 0 | 0.000188 | 39.5
2_1_floorplan | 2.68 | 0 | 0.000134 | -
3_3_place_gp | 3.63 | 0 | 0.000187 | 39.5
6_report | 3.59 | 0 | 0.000190 | 39.9
Power and IR drop assume default switching activity.
