## flow/run.sh

```bash
#!/bin/bash
# OpenROAD 26Q1-2900-gdf79404cd8, Yosys 0.63+post, stock flow scripts
make -C /OpenROAD-flow-scripts/flow DESIGN_CONFIG=/design/flow/config.mk WORK_HOME=/design/flow/orfs finish
```

## flow/config.mk

```make
export PLATFORM = sky130hd
export DESIGN_NAME = ball0
export DESIGN_NICKNAME = ball0
export VERILOG_FILES = /design/flow/design.v
export SDC_FILE = /design/flow/constraint.sdc
export NUM_CORES = 4
export LEC_CHECK = 1
export CORE_UTILIZATION = 30
```

## flow/constraint.sdc

```tcl
current_design ball0

set clk_period 3.3
set clk_io_pct 0.2

create_clock -name clk0 -period $clk_period [get_ports {frame_clk}]

set non_clock_inputs [all_inputs -no_clocks]
set_input_delay [expr $clk_period * $clk_io_pct] -clock clk0 $non_clock_inputs
set_output_delay [expr $clk_period * $clk_io_pct] -clock clk0 [all_outputs]
```

## flow/design.v

```verilog
module  ball0 ( input Reset, frame_clk, die,
					input [1:0] current_state_out,
					input [7:0] keycode,
               output [9:0]  BallX, BallY, BallS );
typedef enum logic [1:0] {IDLE, PLAYING, GAME_OVER} state_t;
    logic [9:0] Ball_X_Pos, Ball_X_Motion, Ball_Y_Pos, Ball_Y_Motion, Ball_Size;
	 int Initial_velocity = -10;
	 logic [2:0] gravity = 1;
    parameter [9:0] Ball_X_Center=100;   
    parameter [9:0] Ball_Y_Center=463;   
    parameter [9:0] Ball_X_Min=0;        
    parameter [9:0] Ball_X_Max=639;      
    parameter [9:0] Ball_Y_Min=0;        
    parameter [9:0] Ball_Y_Max=463;      
    parameter [9:0] Ball_X_Step=1;       
    parameter [9:0] Ball_Y_Step=1;       
	 parameter [9:0] ATM_field = 18;      
    assign Ball_Size = 16;   
	 assign gravity = (keycode[1]) ? 0 : 1;
    always_ff @ (posedge Reset or posedge frame_clk )
    begin: Move_Ball
        if (Reset)   
        begin 
            Ball_Y_Motion <= 10'd0;  
				Ball_X_Motion <= 10'd0;  
				Ball_Y_Pos <= Ball_Y_Center;
				Ball_X_Pos <= Ball_X_Center;
        end
		  else if (die)
			begin
				Ball_Y_Pos <= Ball_Y_Center;
				Ball_X_Pos <= Ball_X_Center;
			end
        else 
        begin 
				 if (Ball_Y_Pos >= Ball_Y_Max)   
					begin
					  Ball_Y_Motion <= 0;
					  Ball_Y_Pos <= Ball_Y_Max;
					end
				  else if ( Ball_X_Pos >= Ball_X_Max - ATM_field)   
				   begin
					  Ball_X_Motion <= 0;
					  Ball_X_Pos <= Ball_X_Max;
					end 
				 else if ( Ball_X_Pos <= Ball_X_Min + ATM_field)   
				  begin
					  Ball_X_Motion <= 0;
					  Ball_X_Pos <= Ball_X_Min;
				  end
				 else 
					  Ball_Y_Motion <= Ball_Y_Motion;   
					if (keycode[7] == 1)
						if (Ball_X_Pos > Ball_X_Min + ATM_field)
							Ball_X_Motion <= -1; 
						else
							Ball_X_Motion <= 0;							
					if (keycode[5] == 1)
						if (Ball_X_Pos < Ball_X_Max - ATM_field)
							Ball_X_Motion <= 1; 
						else
							Ball_X_Motion <= 0;
					if (keycode[6] == 1)
						if (Ball_Y_Pos == Ball_Y_Max)
							Ball_Y_Motion <= Initial_velocity;
					if (~(keycode[7] | keycode[5]))
						Ball_X_Motion <= 0;
				 if (Ball_Y_Pos < Ball_Y_Max)
					Ball_Y_Motion <= Ball_Y_Motion + gravity;
				 if (Ball_Y_Pos + Ball_Y_Motion <= Ball_Y_Max && current_state_out == PLAYING)
					Ball_Y_Pos <= (Ball_Y_Pos + Ball_Y_Motion);   
				 else
					Ball_Y_Pos <= Ball_Y_Max;
				 if (current_state_out == PLAYING)
					Ball_X_Pos <= (Ball_X_Pos + Ball_X_Motion);
		end  
    end
		assign	BallX = Ball_X_Pos;
		assign 	BallY = Ball_Y_Pos;
		assign	BallS = Ball_Size;
endmodule
```

==> job_summary.md <==
## Synthesis and layout report

| Metric | Value |
|---|---|
| Setup_tns | `0 ns` |
| Met3 WL post-DR | `179 microns` |
| CTS Buffer Depth | `2` |
| # Cells Yosys | `288` |
| YS warnings | `2` |
| Post-Synthesis Mean Instance Area | `8.74 sq um` |
| Worst vdd ir | `0.199 mV` |
| Share of cells above drive strength 1 | `9.21%` |
| Critical path class | `register to register` |
| Hold buffers post-CTS | `0` |
| Drt via density | `5.04` |
| Hold wc startpoint | `Ball_X_Motion[0]` |
| RSZ-0062 raised after global routing | `no` |
| Core region area | `8180 sq um` |
| Synthesized registers | `32` |
| Filler cell count | `850` |
| Worst-path maximum fanout | `6` |
| Max-slew violation count | `0` |
| Post-CTS Setup Inserts | `0` |
| Async set-reset flop share out of synthesis | `100%` |
| CTS tree | `done` |
| Mapped Area | `2520 sq um` |
| Final ANT Viol Nets | `0` |
| Largest cells by area after synthesis | `dfrtp_1, dfstp_2, ha_1, a21oi_1, nand2_1` |
| Tool warnings | `30` |
| I/O Buffers | `27` |
| Fin crit period | `2.56 ns` |
| H-tree levels | `2` |
| CP arrival | `2.73 ns` |
| Area leader, netlist | `dfrtp_1` |
| Die area | `8760 sq um` |
| Std cell rows | `33` |
| Hold Path Class | `register to register` |
| Area growth, synth to finish | `16.9%` |
| Max-cap violations | `0` |
| Fp util | `30.8%` |
| Overall die width | `93.6 microns` |
| Dominant flop cell | `dfrtp_1` |
| Clock transition at path regs | `0.07 ns` |
| Yosys stat chip area | `2520 sq um` |
| Crit path DRT | `3.48 ns` |
| Vias in the first global route | `1,950` |
| Overflow left after global routing | `0` |
| Root buf cell | `clkbuf_8` |
| Total Power | `0.00204 W` |
| Vias | `2,118` |
| Die Y | `93.6 microns` |
| First-pass detailed-route iteration total | `4` |
| Max layer used | `met4` |
| Post-synthesis sequential area ratio | `32.3%` |
| Most common logic cell in the routed design | `nand2_1` |
| First-pass GRT wire length | `9.97 mm` |
| Worst Skew | `0.00337 ns` |
| Total track usage | `14.6%` |
| Largest net degree at the start of global routing | `33` |
| Leak Pwr | `1.31 nW` |
| Worst slew pin tran | `0.704 ns` |
| Met2 WL | `2.62 mm` |
| Crit end category | `register` |
| CTS Sinks | `32` |
| Ant. Diodes | `0` |
| I/O pin cnt | `43` |
| Status | `completed` |
| Initial antenna violation count | `0` |
| Fin crit share | `77.5%` |
| Max_slew headroom | `52.8%` |
| FF-to-FF Start | `Ball_Y_Pos[0]` |
| Drt total wl | `5.79 mm` |
| HPWL Detailed | `4.26 mm` |
| Worst-Skew Late Latency | `0.29 ns` |
| Netlist cell types | `57` |
| Origin of the worst setup path | `Ball_Y_Pos[0]` |
| Number of gates resized after cts | `0` |
| TritonCTS Buffers | `5` |
| Area leader share | `21.9%` |
| Most numerous logic cells after layout | `nand2_1, clkdlybuf4s50_1, a21oi_1` |
| Element type at the critical path start | `register` |
| Drt wl/cell | `13.8 microns` |
| Power per cell area | `694 nW/um^2` |
| Setup violation total in the final timing report | `0` |
| Initial DRC Count | `189` |
| DRC | `0` |
| Fmax | `391 MHz` |
| Final Hold Fails | `0` |
| Routability congestion estimate | `0.877` |
| Synth Instances | `288` |
| M1 WL | `2.96 mm` |
| Count of library flops with an enable pin | `0` |
-- flip-flops by register name, indices dropped and copies added (netlist names) --
signal and cells:
Ball_X_Motion 2, Ball_Y_Pos 10, Ball_X_Pos 10, Ball_Y_Motion 10
-- critical path: stages (launching register included) --
cell,delay (ns)
dfstp_2,0.55
ha_1,0.19
inv_1,0.07
fa_1,0.42
nor2b_1,0.17
o31a_1,0.22
o21a_1,0.14
or3_1,0.11
nand4b_1,0.28
o211a_1,0.31
-- routing by layer --
| layer | GRT usage (%) | vias up |
|---|---|---|
| met5 | 0 | - |
| met4 | 1.79 | 0 |
| met3 | 2.32 | 2 |
| met2 | 22.0 | 36 |
| met1 | 23.2 | 995 |
| li1 | - | 1085 |
-- per-stage QoR --
stage	util (%)	worst slack, ns	cells	area, sq um	hold WS [ns]
final	36.0	0.743	420	2940	0.501
after CTS	36.0	0.745	420	2940	0.506
after global routing	36.0	0.598	420	2940	0.552
after floorplan	-	1.07	297	2550	0.457
after detailed placement	34.8	0.757	412	2850	0.490
after global placement	34.8	0.784	412	2850	0.481
-- path summary, 6_finish.rpt --
| path | to | slack [ns] | cells past startpoint |
|---|---|---|---|
| setup / recovery | Ball_Y_Pos[4] | 0.74 | 9 |
| hold / removal | Ball_X_Motion[0] | 0.50 | 2 |
| setup reg to reg | Ball_Y_Pos[4] | 0.74 | 9 |
| hold reg to reg | Ball_X_Motion[0] | 0.50 | 2 |
| max in group asynchronous | Ball_Y_Pos[8] | 2.20 | 3 |
| min in group asynchronous | Ball_X_Motion[8] | 0.76 | 3 |
-- where the power goes --
part	internal (W)	leakage, nW	switching, W
registers	0.000493	0.390	0.000119
clock network	0.000166	0.0510	0.000150
logic	0.000490	0.873	0.000621
-- Yosys cell counts (3+ instances only) --
| cell type | number |
|---|---|
| xor2_1 | 6 |
| dfstp_2 | 10 |
| clkbuf_1 | 6 |
| nor2_1 | 17 |
| o31a_1 | 3 |
| dfrtp_1 | 22 |
| nor3_1 | 6 |
| nand4_1 | 3 |
| buf_4 | 10 |
| nand2_1 | 32 |
| o21a_1 | 4 |
| xnor2_1 | 6 |
| a211o_1 | 3 |
| nor2b_1 | 3 |
| nand3_1 | 8 |
| o211a_1 | 3 |
| a211oi_1 | 3 |
| ha_1 | 19 |
| a21oi_1 | 25 |
| nand2b_1 | 3 |
| a22oi_1 | 4 |
| a21o_1 | 12 |
| inv_1 | 14 |
| o211ai_1 | 7 |
| o21ai_0 | 14 |
-- cell families after synthesis --
group | Yosys count | share of synthesized area, %
adder cells (fa/ha/maj) | 21 | 11.0
other | 2 | 0.298
buffers and inverters | 33 | 6.81
flip-flops | 32 | 32.3
AND-OR/OR-AND | 97 | 26.7
XOR/XNOR | 12 | 4.18
multiplexers | 4 | 1.69
AND/OR/NAND/NOR | 87 | 17.0
-- layout make-up --
type / count / area (sq um) / area share (%)
well taps: 105 / 131 / 4.47
flip-flops and latches: 32 / 813 / 27.7
clock buffers: 6 / 82.6 / 2.81
multi-input cells: 232 / 1570 / 53.2
inverters: 14 / 52.6 / 1.79
repair buffers: 29 / 285 / 9.70
clock inverters: 2 / 10.0 / 0.340
No activity file was given, so power comes from the tool's default toggle rates.
